`design/flow/config.mk`:
```
export PLATFORM = sky130hd
export DESIGN_NAME = lab1_spart
export DESIGN_NICKNAME = lab1_spart
export VERILOG_FILES = /design/flow/design.v
export SDC_FILE = /design/flow/constraint.sdc
export NUM_CORES = 4
export LEC_CHECK = 1
export CORE_UTILIZATION = 40
```
`design/flow/constraint.sdc`:
```
current_design lab1_spart

set clk_period 5.8
set clk_io_pct 0.2

create_clock -name clk0 -period $clk_period [get_ports {CLOCK_50}]

set non_clock_inputs [all_inputs -no_clocks]
set_input_delay [expr $clk_period * $clk_io_pct] -clock clk0 $non_clock_inputs
set_output_delay [expr $clk_period * $clk_io_pct] -clock clk0 [all_outputs]
```
`design/flow/design.v`:
```
module UART_rx(
	input clk, 
	input rst_n, 
	input RX, 
	input clr_rdy, 
	input baud_clk,
	output logic [7:0] rx_data, 
	output logic rdy
);
logic start, shift, receiving, set_rdy;
reg [8:0] rx_shift_reg;
reg [5:0] baud_cnt;
reg [3:0] bit_cnt;
reg RX_2, RX_3;
typedef enum reg {IDLE, RECEIVE} state_t;
state_t state, nxt_state;
always_ff @(posedge clk, negedge rst_n) begin
	if (!rst_n) begin
		RX_2 <= 1;
		RX_3 <= 1;
	end
	else begin
		RX_2 <= RX;
		RX_3 <= RX_2;
	end
end
always_ff @(posedge clk) begin
	if (shift) begin
		rx_shift_reg <= {RX_3, rx_shift_reg[8:1]};
	end
end
always_ff @(posedge clk) begin
	case ({start, shift})
		2'b00 :	bit_cnt <= bit_cnt;
		2'b01 : bit_cnt <= bit_cnt + 1;
		default : bit_cnt <= '0;
	endcase
end
always_ff @(posedge clk, negedge rst_n) begin
	if (!rst_n) begin
		rdy <= 0;
	end
	else if (set_rdy) begin
		rdy <= 1;
	end
	else if (start | clr_rdy) begin
		rdy <= 0;
	end
end
always_ff @(posedge clk, negedge rst_n) begin
	if (!rst_n) begin
		state <= IDLE;
	end
	else begin
		state <= nxt_state;
	end
end
always_comb begin
	start = 0;
	receiving = 0;
	set_rdy = 0;
	nxt_state = IDLE;
	case (state)
		RECEIVE : if (bit_cnt == 4'h9 && shift) begin
			set_rdy = 1;
		end
		else begin
			receiving = 1;
			nxt_state = RECEIVE;
		end
		default : if (!RX_3) begin
			start = 1;
			nxt_state = RECEIVE;
		end
	endcase
end
assign shift = baud_clk;
assign rx_data = rx_shift_reg[7:0];
endmodule
module UART_tx(
	input clk, 
	input rst_n, 
	input trmt, 
	input baud_clk,
	input [7:0]	tx_data,
	output logic TX, 
	output logic tx_done
	);
logic init, shift, transmitting, set_done;
reg [8:0] tx_shift_reg;
reg [3:0] bit_cnt;
typedef enum reg {IDLE, TRANSMIT} state_t;
state_t state, nxt_state;
always_ff @(posedge clk, negedge rst_n) begin
	if(!rst_n) begin
		tx_shift_reg <= '1;
	end
	else begin
		case ({init, shift})
			2'b00 :	tx_shift_reg <= tx_shift_reg;
			2'b01 :	tx_shift_reg <= {1'b1, tx_shift_reg[8:1]};
			default :	tx_shift_reg <= {tx_data, 1'b0};
		endcase
	end
end
always_ff @(posedge clk) begin
	case ({init, shift})
		2'b00 :	bit_cnt <= bit_cnt;
		2'b01 : bit_cnt <= bit_cnt + 1;
		default :	bit_cnt <= '0;
	endcase
end
always_ff @(posedge clk, negedge rst_n) begin
	if (!rst_n) begin
		tx_done <= 1;
	end
	else if (init) begin
		tx_done <= 0;
	end
	else if (set_done) begin
		tx_done <= 1;
	end
end
always_ff @(posedge clk, negedge rst_n) begin
	if (!rst_n) begin
		state <= IDLE;
	end
	else begin
		state <= nxt_state;
	end
end
always_comb begin
	init = 0;
	transmitting = 0;
	set_done = 0;
	nxt_state = IDLE;
	case (state)
		TRANSMIT : if (bit_cnt == 4'h9 && shift) begin
			set_done = 1;
		end
		else begin
			transmitting = 1;
			nxt_state = TRANSMIT;
		end
		default : if (trmt) begin
			init = 1;
			nxt_state = TRANSMIT;
		end
	endcase
end
assign shift = baud_clk;
assign TX = tx_shift_reg[0];
endmodule
module driver(
    input clk,
    input rst_n,
    input [1:0] br_cfg,
    output iocs,		 
    output iorw,		 
    input rda,			 
    input tbr,			 
    output [1:0] ioaddr,	 
    inout [7:0] databus		 
    );
    logic iocs_reg;
    logic iorw_reg;
    logic [1:0] ioaddr_reg;
    logic [7:0] data_out, save_buffer;            
    logic [15:0] baud_divisor;       
    logic data_bus_en, save;               
    logic br_set;
    assign iocs = iocs_reg;
    assign iorw = iorw_reg;
    assign ioaddr = ioaddr_reg;
    logic [1:0] br_cfg_flopped;
    logic br_change;
    always_ff @(posedge clk, negedge rst_n) begin
	if (!rst_n) begin
	    br_cfg_flopped <= '0;
	end else begin
	    br_cfg_flopped <= br_cfg; 
	end
    end
    always_ff @(posedge clk, negedge rst_n) begin
	if (!rst_n) begin
	    br_change <= 1;
	end else if (br_cfg != br_cfg_flopped) begin
	    br_change <= 1;
	end else if (br_set) begin
	    br_change <= 0;
	end
    end
    always_comb begin
        case(br_cfg)
            2'b00   : baud_divisor = 16'd4800;  
            2'b01   : baud_divisor = 16'd9600;  
            2'b10   : baud_divisor = 16'd19200;   
            2'b11   : baud_divisor = 16'd38400;   
            default : baud_divisor = 16'd9600;  
        endcase
    end
    always_ff @(posedge clk, negedge rst_n) begin
	if(!rst_n) begin
	    save_buffer <= '0;
	end
	else if(save) begin
	    save_buffer <= databus;
	end 
    end
    assign databus = (data_bus_en) ? data_out : 8'bz;
    typedef enum logic [2:0] {
        IDLE,
        INIT_BRG_LOW,    
        INIT_BRG_HIGH,   
        WAIT_RDA,        
        READ_DATA,       
        WRITE_DATA       
    } state_t;
    state_t current_state, next_state;
    always_ff @(posedge clk, negedge rst_n) begin
        if (!rst_n) begin
            current_state <= IDLE;
        end else begin
            current_state <= next_state;
        end
    end
    always_comb begin
	save = 0;
        next_state = current_state;
        iocs_reg = 1'b1;  
        iorw_reg = 1'b1;
        ioaddr_reg = 2'b00;
        data_out = save_buffer;
        data_bus_en = 1'b0;
	    br_set = 1'b0;
        case (current_state)
            IDLE: begin
	        if (br_change) begin
		        next_state = INIT_BRG_LOW;
		    end
                if (rda) begin
                    ioaddr_reg = 2'b00;       
                    save = 1;
                    next_state = READ_DATA;
                end 
            end
            INIT_BRG_LOW: begin
                ioaddr_reg = 2'b10;       
                data_out = baud_divisor[7:0];   
                data_bus_en = 1'b1;
                next_state = INIT_BRG_HIGH;
            end
            INIT_BRG_HIGH: begin
                ioaddr_reg = 2'b11;       
                data_out = baud_divisor[15:8];  
                data_bus_en = 1'b1;
		        br_set = 1'b1;
                next_state = IDLE;
            end
            READ_DATA: begin
		        if (tbr) 
		            next_state = WRITE_DATA;
            end
            WRITE_DATA: begin
                iorw_reg = 1'b0;      
                data_bus_en = 1'b1;
                next_state = IDLE;
            end
            default: begin
                next_state = IDLE;
            end
        endcase
    end
endmodule
module lab1_spart(
    input               CLOCK_50,
    input               CLOCK2_50,
    input               CLOCK3_50,
    input               CLOCK4_50,
    output reg   [6:0]  HEX0,
    output reg   [6:0]  HEX1,
    output reg   [6:0]  HEX2,
    output reg   [6:0]  HEX3,
    output reg   [6:0]  HEX4,
    output reg   [6:0]  HEX5,
    input        [3:0]  KEY,
    output		   [9:0]		LEDR,
    input        [9:0]  SW,
    inout       [35:0]  GPIO
);
wire txd;
wire rxd;
wire iocs;
wire iorw;
wire rda;
wire tbr;
wire [1:0] ioaddr;
wire [7:0] databus;
wire [1:0] br_cfg;
wire rst_n = KEY[0];
assign LEDR = {~rxd,~txd,7'b0,~rst_n};
assign GPIO[3] = txd;
assign rxd = GPIO[5];
assign br_cfg = SW[9:8];
spart spart0(   .clk(CLOCK_50),
                .rst_n(rst_n),
                .iocs(iocs),
                .iorw(iorw),
                .rda(rda),
                .tbr(tbr),
                .ioaddr(ioaddr),
                .databus(databus),
                .txd(txd),
                .rxd(rxd)
            );
driver driver0( .clk(CLOCK_50),
                .rst_n(rst_n),
                .br_cfg(br_cfg),
                .iocs(iocs),
                .iorw(iorw),
                .rda(rda),
                .tbr(tbr),
                .ioaddr(ioaddr),
                .databus(databus)
            );
always@(*) begin
	case (br_cfg)
        2'b00 : begin  
            HEX5 = 7'b1111111;
            HEX4 = 7'b1111111;
            HEX3 = 7'b0011001;  
            HEX2 = 7'b0000000;  
            HEX1 = 7'b1000000;  
            HEX0 = 7'b1000000;  
        end
		2'b01 : begin  
            HEX5 = 7'b1111111;
            HEX4 = 7'b1111111;
            HEX3 = 7'b0010000;  
            HEX2 = 7'b0000010;  
            HEX1 = 7'b1000000;  
            HEX0 = 7'b1000000;  
        end
        2'b10 : begin  
            HEX5 = 7'b1111111;
            HEX4 = 7'b1111001;  
            HEX3 = 7'b0010000;  
            HEX2 = 7'b0100100;  
            HEX1 = 7'b1000000;  
            HEX0 = 7'b1000000;  
        end
        2'b11 : begin  
            HEX5 = 7'b1111111;
            HEX4 = 7'b0110000;  
            HEX3 = 7'b0000000;  
            HEX2 = 7'b0011001;  
            HEX1 = 7'b1000000;  
            HEX0 = 7'b1000000;  
        end
        default : begin
            HEX5 = 7'b1111111;
            HEX4 = 7'b1111111;
            HEX3 = 7'b1111111;
            HEX2 = 7'b1111111;
            HEX1 = 7'b1111111;
            HEX0 = 7'b1111111;
        end
    endcase
end
endmodule
module spart(
    input clk,  
    input rst_n,  
    input iocs,  
    input iorw,  
    output rda,
    output tbr,
    input [1:0] ioaddr,
    inout [7:0] databus,
    output txd,
    input rxd
    );
    localparam Baud4800 = 16'h28b0;
    localparam Baud9600 = 16'h1458;
    localparam Baud19200 = 16'h0A2c;
    localparam Baud38400 = 16'h0515;
    logic [15:0] DB;
    logic [15:0] DC, iDC;
    logic [7:0] tx_data, rx_data, status_reg;
    tri [7:0] databus_i;
    logic uart_clk, tbr_i, rda_i, rxd_i, txd_i, transmit, clr_rdy;
    UART_tx tx (
        .clk(clk), 
        .rst_n(rst_n), 
        .trmt(transmit), 
        .baud_clk(uart_clk),
        .tx_data(tx_data),
        .TX(txd), 
        .tx_done(tbr_i)
    );
    UART_rx rx (
        .clk(clk), 
        .rst_n(rst_n), 
        .RX(rxd), 
        .baud_clk(uart_clk),
        .rx_data(rx_data), 
        .rdy(rda_i),
        .clr_rdy(clr_rdy)
    );
    assign rda = iocs ? rda_i : 1'b0;
    assign tbr = iocs ? tbr_i : 1'b1;
    assign databus = iocs ? databus_i : 8'bz;
    assign status_reg = {{6'b000000}, tbr, rda};
    assign databus_i = ({ioaddr, iorw} == 3'b001) ? rx_data : ({ioaddr, iorw} == 3'b011) ? status_reg : 'bz;
    always_ff @(posedge clk, negedge rst_n) begin
        if(!rst_n) 
            tx_data <= '0;
        else if({ioaddr, iorw} == 3'b000) 
            tx_data <= databus;
    end
    always_ff @(posedge clk, negedge rst_n) begin
        if(!rst_n) 
            clr_rdy <= 0;
        else
            clr_rdy <= rda_i;
    end
    always_ff @(posedge clk, negedge rst_n) begin
        if(!rst_n) 
            DB <= '0;
        else if(ioaddr == 2'b10) 
			DB[7:0] <= databus;
		else if(ioaddr == 2'b11) 
            DB[15:8] <= databus;
    end
    always_ff @(posedge clk, negedge rst_n) begin
        if(!rst_n)
            transmit <= '0;
        else
            transmit <= ~iorw;
    end
    always_comb begin
        case(DB)
            16'd4800: 
                iDC = Baud4800;
            16'd9600: 
                iDC = Baud9600;
            16'd19200: 
                iDC = Baud19200;
            16'd38400: 
                iDC = Baud38400;
            default: 
                iDC = Baud9600;
        endcase
    end
    assign uart_clk = ~|DC;
    always_ff @(posedge clk, negedge rst_n) begin
        if(!rst_n) begin
           DC <= '0;
        end
        else if(DC == 16'b0) begin
            DC <= iDC;
        end
        else if (DC > 16'b0) begin
            DC <= DC - 1;
        end
    end
endmodule
```
`design/flow/run.sh`:
```
#!/bin/bash
# OpenROAD 26Q1-2900-gdf79404cd8, Yosys 0.63+post, stock flow scripts
make -C /OpenROAD-flow-scripts/flow DESIGN_CONFIG=/design/flow/config.mk WORK_HOME=/design/flow/orfs finish
```
==> impl.org <==
#+TITLE: Implementation results

** Logic synthesis
- Mean cell area of the mapped netlist :: 10.6 µm²
- Number of enable-type register cells in the synthesized netlist :: 8
- The area fraction of the largest cell type after synthesis is 35.6%.
- Yosys printed 16 warnings.
- Cells in synth_stat.txt :: 337
- Cell with the most instances after synthesis :: dfrtp_1
- Of all cell types, the one taking the most synthesized area is dfrtp_1.
- The mapped netlist covers 0.00358 mm².
- By count the netlist is led by 51 x dfrtp_1, 43 x buf_4, 27 x nor2_1.
- Summing the sequential cell areas from Yosys gives 52.6% of the chip area.
- Of all flip-flops after synthesis, the portion carrying an async set or reset was 89.0%.
- Ranked by total cell area, the synthesized netlist is headed by dfrtp_1 36%, dfstp_2 10%, buf_4 9.0%, edfxtp_1 6.7%, nor2_1 2.8%.
- Counting flops and latches in the post-synthesis netlist gives 73.
- In this run, distinct cell masters in the synthesized netlist total 53.
- Summed standard-cell area reported by yosys :: 0.00358 mm²
- The synthesized netlist handed to floorplanning was reported with a cell count of 337.
- Top flip-flop cell by instance count after synthesis :: dfrtp_1

** Clocking
- Total number of clock tree sinks :: 73
- Count of cells resized by post-cts repair :: 0
- CTS root buf :: clkbuf_8
- Per the TritonCTS log, the buffer count is 9.
- CTS Hold Bufs :: 0
- The clock tree synthesis step divided the H-tree into 3 levels.
- Buffers from clock root to sink, at most :: 2
- After clock tree synthesis, the setup repair step added 0 buffers.

** Place
- Setup Slack @ Placement :: 2.19 ns
- HPWL after detailed placement :: 4.07 mm
- Number of buffers added on ports :: 20
- Number of placed instances, taps included :: 449
- At the end of routability-driven placement, the weighted congestion stood at 0.823.

** Floorplan
- The vertical die dimension reported for this design is 96.7 µm.
- Number of rows created at floorplan :: 34
- 106 I/O pins were placed.
- Die width :: 96.7 µm
- The initial utilization of the core area, before any placement, comes to 41.3%.

** Status
- The first error in the log reads "[error] [KeplerFormal.cpp:679] Workflow failed: Iso has multiple drivers: .GPIO3, GPIO[3]$_DFFE_PN1P_.Q0".
- Run status :: aborted with a tool error
- Last stage reached :: clock tree synthesis

** STA
- Count of endpoints without a timing constraint :: 35
## through the flow
stage / cell area [µm²] / total power, mW / utilization (%) / hold slack, ns
after floorplan: 3710 / 0.550 / - / 0.345
after global placement: 3690 / 0.554 / 42.6 / 0.346
after detailed placement: 3690 / 0.553 / 42.6 / 0.348
## cell families after synthesis
group / share of synthesized area [%]
adder cells (fa/ha/maj): 2.09
flip-flops: 52.6
multiplexers: 2.55
AND/OR/NAND/NOR: 17.5
other: 0.210
AND-OR/OR-AND: 9.22
XOR/XNOR: 3.67
buffers and inverters: 12.2
No activity file was given, so power comes from the tool's default toggle rates.
